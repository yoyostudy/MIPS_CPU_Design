==> flow/design.v <==
module alu(i_datain,gr0,gr1,result,flags);
input  signed[31:0]  i_datain, gr0, gr1;
output signed[31:0]  result;
output [2:0] flags;    
reg signed[31:0]    rom[0:1];
reg OF;  
reg SF;  
reg ZF;  
reg [5:0] 			opcode, func;
reg [15:0]			imm;
integer				add_rs, add_rt;    
reg signed[31:0] 	reg_rs, reg_rt;
reg signed [31:0] 	reg_A, reg_B, reg_C;
reg unsigned [31:0] x,y,z;
always @(i_datain,gr0,gr1,flags)
begin
	rom[0] = gr0;
	rom[1] = gr1;
	OF = 0;
	ZF = 0;
	SF = 0;
	reg_C = 0;
	opcode = i_datain[31:26];
	func = i_datain[5:0];
	imm = i_datain[15:0];
	add_rt = i_datain[20:16];
	add_rs = i_datain[25:21];
	reg_rt = rom[add_rt];
	reg_rs = rom[add_rs];
	case(opcode) 6'b000000:
		begin
			case(func) 6'b000000:   
				begin
					reg_A = reg_rt;   
					reg_B = i_datain[10:6];
					reg_C = reg_A << reg_B;
				end
			endcase
			case(func) 6'b000100:   
				begin
					reg_A = reg_rt;   
					reg_B = reg_rs[4:0];
					reg_C = reg_A << reg_B;
				end
			endcase
			case(func) 6'b000010:   
				begin
					reg_A = reg_rt;   
					reg_B = i_datain[10:6];
					reg_C = reg_A >> reg_B;
				end
			endcase
			case(func) 6'b000110:   
				begin
					reg_A = reg_rt;   
					reg_B = reg_rs[4:0];
					reg_C = reg_A >> reg_B;
				end
			endcase
			case(func) 6'b000011:   
				begin
					reg_A = reg_rt;   
					reg_B = i_datain[10:6];
					reg_C = reg_A >>> reg_B;
				end
			endcase
			case(func) 6'b000111:   
				begin
					reg_A = reg_rt;   
					reg_B = reg_rs[4:0];
					reg_C = reg_A >>> reg_B;
				end
			endcase
			case(func) 6'b100000:   
				begin
					reg_A = reg_rs;   
					reg_B = reg_rt;
					reg_C = reg_A + reg_B;
					OF = (~(reg_A[31]^reg_B[31])) & ( reg_A[31]^reg_C[31] );
				end
			endcase
			case(func) 6'b100001:   
				begin
					reg_A = reg_rs;   
					reg_B = reg_rt;
					reg_C = reg_A + reg_B;
				end
			endcase 
			case(func) 6'b100010:   
				begin
					reg_A = reg_rs;   
					reg_B = reg_rt;
					reg_C = reg_A - reg_B;
					OF = ( reg_A[31]^reg_B[31] ) & ( reg_A[31]^reg_C[31] );
				end
			endcase 
			case(func) 6'b100011:   
				begin
					reg_A = reg_rs;   
					reg_B = reg_rt;
					reg_C = reg_A - reg_B;
				end
			endcase 
			case(func) 6'b100100:  
				begin
					reg_A = reg_rs;
					reg_B = reg_rt;
					reg_C = reg_A & reg_B;
				end
			endcase
			case(func) 6'b100101:  
				begin
					reg_A = reg_rs;
					reg_B = reg_rt;
					reg_C = reg_A | reg_B;
				end
			endcase
			case(func) 6'b100110:  
				begin
					reg_A = reg_rs;
					reg_B = reg_rt;
					reg_C = reg_A ^ reg_B;
				end
			endcase	
			case(func) 6'b100111:  
				begin
					reg_A = reg_rs;
					reg_B = reg_rt;
					reg_C = ~(reg_A | reg_B);
				end
			endcase	
			case(func) 6'b101010:  
				begin
					reg_B = reg_rs - reg_rt;
					SF = reg_B[31];
				end
			endcase
			case(func) 6'b101011:  
				begin
					x = reg_rs;
					y = reg_rt;
					SF = (x < y);
				end
			endcase
		end
	endcase
	case(opcode) 6'b001000:  
		begin
			reg_A = reg_rs;
			reg_B = { { (16){ i_datain[15] } } ,imm};
			reg_C = reg_A + reg_B;
			OF = (~(reg_A[31]^reg_B[31])) & ( (reg_A[31]&reg_B[31])^reg_C[31] );
		end
	endcase
	case(opcode) 6'b001001:  
		begin
			reg_A = reg_rs;
			reg_B = { { (16){ i_datain[15] } } ,imm};
			reg_C = reg_A + reg_B;
		end
	endcase
	case(opcode) 6'b000100:  
		begin
			reg_A = reg_rs;
			reg_B = reg_rt;
			ZF = (reg_A == reg_B);  
		end
	endcase
	case(opcode) 6'b000101:  
		begin
			reg_A = reg_rs;
			reg_B = reg_rt;
			ZF = (reg_A == reg_B); 
		end
	endcase
	case(opcode) 6'b001010:  
		begin
			reg_B =  { { (16){ imm[15] } },imm };
			reg_A = reg_rs - reg_B;
			SF = reg_A[31];
		end
	endcase
	case(opcode) 6'b001011:  
		begin
			x = reg_rs;
			y = { { (16){ imm[15] } },imm };
			SF = x-y;
		end
	endcase
	case(opcode) 6'b001100:  
		begin
			reg_A = reg_rs;
			reg_B = { { (16){1'b0} } ,imm};
			reg_C = reg_A & reg_B;			
		end
	endcase
	case(opcode) 6'b001101:  
		begin
			reg_A = reg_rs;
			reg_B = { { (16){1'b0} } ,imm};
			reg_C = reg_A | reg_B;
		end
	endcase
	case(opcode) 6'b001110:  
		begin
			reg_A = reg_rs;
			reg_B = { { (16){1'b0} } ,imm};
			reg_C = reg_A ^ reg_B;
		end
	endcase
	case(opcode) 6'b100011:  
		begin
			reg_A = reg_rs;
			reg_B = { { (16){ i_datain[15] } } ,imm};
			reg_C = reg_A + reg_B;
		end
	endcase
	case(opcode) 6'b101011:  
		begin
			reg_A = reg_rs;
			reg_B = { { (16){ i_datain[15] } } ,imm};
			reg_C = reg_A + reg_B;
		end
	endcase
end
assign result = reg_C[31:0];
assign flags = { ZF, SF, OF};
endmodule
==> flow/run.sh <==
#!/bin/bash
# OpenROAD 26Q1-2900-gdf79404cd8, Yosys 0.63+post, stock flow scripts
make -C /OpenROAD-flow-scripts/flow DESIGN_CONFIG=/design/flow/config.mk WORK_HOME=/design/flow/orfs finish
==> flow/config.mk <==
export PLATFORM = sky130hd
export DESIGN_NAME = alu
export DESIGN_NICKNAME = alu
export VERILOG_FILES = /design/flow/design.v
export SDC_FILE = /design/flow/constraint.sdc
export NUM_CORES = 4
export LEC_CHECK = 1
export CORE_UTILIZATION = 50
==> flow/constraint.sdc <==
current_design alu

set clk_period 11.7
set clk_io_pct 0.2

create_clock -name clk0 -period $clk_period

set non_clock_inputs [all_inputs -no_clocks]
set_input_delay [expr $clk_period * $clk_io_pct] -clock clk0 $non_clock_inputs
set_output_delay [expr $clk_period * $clk_io_pct] -clock clk0 [all_outputs]
==> flow_metrics.rpt <==
==== FLOW RESULTS ====
----------------------------------------------------
[Clock tree]
  # Post-CTS Setup Buffers ........................ 0
  Hold-fix buffer count after cts ........................ 0
  Post-cts gate resize count ........................ 0

[Placed design]
  Final HPWL from detailed placement ........................ ~62 mm
  Tally of buffers added on design ports ........................ approximately 120
  Post-Place Cell Area ........................ 17100 um2
  RD Place Congestion ........................ 1.12

[Route]
  Count of nets left with antenna violations after detail routing ........................ 0
  Drt pass-1 iters ........................ 8
  Detailed-route DRC error count ........................ 0
  Via-per-instance ratio ........................ between 7 and 8
  Violation count after the first detailed-route iteration ........................ 2701
  Routed length per instance ........................ roughly 29 um
  Via count ........................ 19.4k
  Final wirelength ........................ 78.5 mm

[Setup path]
  Setup crit end kind ........................ primary output
  Crit path launch type ........................ primary input
  Data required time of the worst path ........................ 9.36 ns
  CP Data Arrival Time ........................ a little over 8 ns
  Peak per-stage delay on the critical path ........................ a little over 0.6 ns
  WS Path Type ........................ primary input to primary output
  Crit-path max FO ........................ 9
  Cell with the largest stage delay on the worst path ........................ sky130_fd_sc_hd__a211oi_1
  Critical path, cell by cell ........................ clkdlybuf4s50_1 -> mux2i_4 -> inv_1 -> ha_1 -> nor2_1 -> o311ai_1 -> a211oi_1 -> a311oi_2 -> o221ai_1 -> inv_1 -> o31a_1 -> xnor2_1 -> o221ai_1 -> a2111oi_0 -> buf_4 -> o31ai_1 -> clkdlybuf4s50_1

[Run]
  Maximum capacitance violations ........................ 0
  Tally of OpenROAD warnings ........................ 148

[Synth]
  Chip Area, Yosys ........................ 15400 um2
  Count of mapped cells out of synthesis ........................ 2295
  Mean area per synthesized cell ........................ 6.72 um2
  Number of cells in the yosys synthesis report ........................ 2295
  Count of different cell masters after synthesis ........................ approximately 89
  Count of yosys warnings during synthesis ........................ 2
  Post-synth design cell area ........................ 15400 um2
  Post-synth seq share ........................ 0

[Power]
  Power density normalized to cell area ........................ a little under 60 nW/um2
  Switching power ........................ 0.638 mW
  P_leak ........................ ~7.6 nW
  Overall power after layout ........................ 0.998 mW
  IR drop worst, VDD ........................ 31.9 uV
  Internal ........................ roughly 0.36 mW
  Switching part of the total ........................ 0.640

[STA]
  Worst-case hold slack ........................ 5.77 ns
  Accumulated negative setup slack ........................ 0 ns
  Fraction of the cycle the final worst path needs ........................ 0.908
  Count of pins over their slew limit ........................ 0
  Worst-margin pin slew ........................ 1.26 ns
  Count of final setup violators ........................ 0
  Normalized max-slew margin ........................ 0.140
  Total count of hold-check failures in the final report ........................ 0
  Highest clock rate ........................ 94.2 MHz
  Setup repair after global routing missed its margin ........................ false
  Minimum clock period ........................ between 10 and 15 ns

[Die]
  Y dimension of the die ........................ 178 um
  Width of the chip ........................ between 150 and 200 um
  Total Die Area ........................ 31500 um2
  Number of top-level pins ........................ 131
  Core Region ........................ 30000 um2
  Row cnt ........................ between 60 and 70
  Pre-placement core utilization ........................ 0.515

[Final layout]
  Share of the core filled with cells ........................ 0.573
  Number of fillers in the final layout ........................ 2883
  Multi-input gate area ........................ 14200 um2
  P&R area growth vs syn ........................ 11.3%
  Final design area excluding fillers ........................ 17200 um2
  Number of sequential cells in the layout ........................ 0
  Highest-count logic cell in the final layout ........................ sky130_fd_sc_hd__mux2i_1
  Most frequent cells in the layout ........................ 236 x sky130_fd_sc_hd__mux2i_1, 227 x sky130_fd_sc_hd__nor2_1, 201 x sky130_fd_sc_hd__nand2_1
  Number of clock buffers in the layout ........................ 0
  Sequential cell area ........................ 0 um2
  Layout cell share with drive strength beyond 1 ........................ 0.0756

[Global routing]
  Number of antenna violations at the first check in global routing ........................ 5
  Global-route wire length before repair ........................ 114 mm
  Via count of the first global-routing pass ........................ 17.6k
  Combined global-route utilization of all metal layers ........................ 0.499
  Pin count of the biggest net entering global routing ........................ 40
  GR Overflow Total ........................ 0

[Min path]
  Min-Delay Path Class ........................ primary input to primary output

[Run status]
  Run status ........................ finished, final reports clean

----------------------------------------------------
[Yosys cell counts, types with 7 or more instances]
cell type	count	share of area
sky130_fd_sc_hd__xnor2_1	55	0.031
sky130_fd_sc_hd__o221ai_1	24	0.014
sky130_fd_sc_hd__ha_1	184	0.15
sky130_fd_sc_hd__buf_2	27	0.0088
sky130_fd_sc_hd__xor2_1	17	0.0097
sky130_fd_sc_hd__a221o_1	8	0.0052
sky130_fd_sc_hd__and2_1	10	0.0041
sky130_fd_sc_hd__o21ai_1	12	0.0039
sky130_fd_sc_hd__nor3_1	52	0.017
sky130_fd_sc_hd__o22ai_1	36	0.015
sky130_fd_sc_hd__a21o_1	30	0.015
sky130_fd_sc_hd__o2111ai_1	7	0.0040
sky130_fd_sc_hd__inv_1	132	0.032
sky130_fd_sc_hd__a21oi_1	202	0.066
sky130_fd_sc_hd__nand3_1	39	0.013
sky130_fd_sc_hd__nor2_1	228	0.056
sky130_fd_sc_hd__nor2b_1	19	0.0077
sky130_fd_sc_hd__buf_4	8	0.0039
sky130_fd_sc_hd__nand4_1	15	0.0061
sky130_fd_sc_hd__a221oi_1	20	0.011
sky130_fd_sc_hd__buf_1	9	0.0022
sky130_fd_sc_hd__o211ai_1	43	0.021
sky130_fd_sc_hd__a211o_1	11	0.0062
sky130_fd_sc_hd__nor4_1	11	0.0045
sky130_fd_sc_hd__o21a_1	14	0.0068
sky130_fd_sc_hd__a211oi_1	49	0.024
sky130_fd_sc_hd__clkbuf_1	106	0.026
sky130_fd_sc_hd__o21bai_1	20	0.0097
sky130_fd_sc_hd__nand2_1	201	0.049
sky130_fd_sc_hd__nand2b_1	15	0.0061
sky130_fd_sc_hd__or3_1	8	0.0032
sky130_fd_sc_hd__mux2_2	37	0.027
sky130_fd_sc_hd__buf_6	10	0.0073
sky130_fd_sc_hd__a31oi_1	30	0.012
sky130_fd_sc_hd__mux2i_1	237	0.15
sky130_fd_sc_hd__a22oi_1	18	0.0088
sky130_fd_sc_hd__o31ai_1	23	0.011
sky130_fd_sc_hd__mux4_2	7	0.010
sky130_fd_sc_hd__o21ai_0	192	0.062
sky130_fd_sc_hd__a2111oi_0	9	0.0051
sky130_fd_sc_hd__and3_1	11	0.0045
[per-stage QoR]
step	cells	setup WS (ns)
final	2749	1.08
after global routing	2744	0.933
after CTS	2744	1.32
after detailed placement	2744	1.35
after global placement	2744	1.39
after floorplan	2295	2.72
[final timing paths]
check / to / cells after the start / startpoint / slack, ns
worst max-delay path: result[19] / 17 / gr0[1] / 1.08
worst min-delay path: result[0] / 5 / i_datain[0] / 5.77
[cell families after synthesis]
group | Yosys count | share of synthesized area
simple gates | 635 | 0.186
fa+ha+maj | 187 | 0.153
mux | 283 | 0.194
buf+inv | 297 | 0.0820
compound gates | 821 | 0.344
xor+xnor | 72 | 0.0409
[critical path, delay by kind of cell]
| family | cells | cell delay (ns) |
|---|---|---|
| XOR/XNOR | 1 | 0.44 |
| AND-OR/OR-AND | 8 | 2.79 |
| adder cells (fa/ha/maj) | 1 | 0.52 |
| multiplexers | 1 | 0.37 |
| AND/OR/NAND/NOR | 1 | 0.23 |
| buffers and inverters | 5 | 1.56 |
[per-layer routing]
layer,vias up,global-route usage,part of all wire
li1,8651,-,-
met1,8955,0.644,0.38
met2,1506,0.697,0.40
met3,307,0.223,0.16
met4,2,0.254,0.063
met5,-,0,0.00017
[power by group through the flow]
| stage | combinational [mW] | clock [mW] | sequential (mW) |
|---|---|---|---|
| 4_1_cts | 0.951 | 0 | 0 |
| 5_1_grt | 1.05 | 0 | 0 |
[final cells by class]
class                      count  share of cell area
tap                          390              0.0284
inverter                     136              0.0297
multi-input combinational   1998               0.828
timing repair buffer         220               0.113
antenna                        5            0.000729
Power and IR drop assume default switching activity.
