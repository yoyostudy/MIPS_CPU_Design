[run.sh]
#!/bin/bash
# OpenROAD 26Q1-2900-gdf79404cd8, Yosys 0.63+post, stock flow scripts
make -C /OpenROAD-flow-scripts/flow DESIGN_CONFIG=/design/flow/config.mk WORK_HOME=/design/flow/orfs finish
[config.mk]
export PLATFORM = sky130hd
export DESIGN_NAME = Decode
export DESIGN_NICKNAME = Decode
export VERILOG_FILES = /design/flow/design.v
export SDC_FILE = /design/flow/constraint.sdc
export NUM_CORES = 4
export LEC_CHECK = 1
export CORE_AREA = 10 10 80 80
export DIE_AREA = 0 0 90 90
[constraint.sdc]
current_design Decode

set clk_period 3.0
set clk_io_pct 0.2

create_clock -name clk0 -period $clk_period

set non_clock_inputs [all_inputs -no_clocks]
set_input_delay [expr $clk_period * $clk_io_pct] -clock clk0 $non_clock_inputs
set_output_delay [expr $clk_period * $clk_io_pct] -clock clk0 [all_outputs]
[design.v]
module Decode
	(
		  input[31:0] InstrD
		, input[31:0] PCplus4Din
		, output[31:0] PCplus4Dout
		, output RegWriteD
		, output MemWriteD
		, output MemtoRegD
		, output[2:0] nPC_selD
		, output RegDstD
		, output ALUSrcD
		, output[3:0] ALUCtrD
		, output[31:0] extimmD
		, output[4:0] rsD
		, output[4:0] rtD
		, output[4:0] rdD
		, output[4:0] saD
		, output[25:0] targetD
	);
	reg [5:0] func;
	reg [5:0] op;
	reg [4:0] rs;
	reg [4:0] rt;
	reg [4:0] rd;
	reg [4:0] sa;
	reg [4:0] rw;
	reg [31:0] busWD;
	reg [15:0] imm;
	reg [25:0] target;
	reg [31:0] extimm;
	reg [31:0] PCplus4D;
	wire Extop;
	always@(InstrD) begin
		op = InstrD[31:26];
		rs = InstrD[25:21];
		rt = InstrD[20:16];
		rd = InstrD[15:11];
		sa = InstrD[10:6];
		imm = InstrD[15:0];
		target = InstrD[25:0];
		func = InstrD[5:0];
		PCplus4D = PCplus4Din;
	end
	control get_controlsignals(op, func, RegDstD, ALUSrcD, RegWriteD, MemtoRegD, MemWriteD, Extop, nPC_selD, ALUCtrD);
	always @(Extop,imm) begin
		if (Extop) extimm = { {(16){imm[15]} }, imm};
		else extimm = { {(16){1'b0}}, imm};
	end
	assign extimmD = extimm;
	assign saD = sa;
	assign targetD = target;
	assign rtD = rt;
	assign rdD = rd;
	assign rsD = rs;
	assign PCplus4Dout = PCplus4D;
endmodule
module control
	( input [5:0] op, func,
	  output RegDst, ALUSrc, RegWrite, MemtoReg, MemWrite, Extop,
	  output [2:0] nPC_sel,
	  output [3:0] ALUCtr
	);
reg r_type, add, addu, and_, jr, nor_, or_, sll, sllv, slt, sra, srav, srl, srlv, sub, subu, xor_ ,
	addi, addiu, andi, beq, bne, ori, xori, lw, sw,
	j, jal;
always @(op, func)
begin 
	r_type 	= (~ op[5]) & (~ op[4])  & (~ op[3])   & (~ op[2]) 	  & (~ op[1]) 	    & (~ op[0])	;
	add    	= r_type    & (  func[5]) & (~ func[4]) & (~ func[3])  & (~ func[2]) 	& (~ func[1]) 	& (~ func[0]);
	addu 	= r_type    & (  func[5]) & (~ func[4]) & (~ func[3])  & (~ func[2]) 	& (~ func[1]) 	& (  func[0]);
	and_	= r_type    & (  func[5]) & (~ func[4]) & (~ func[3])  & (  func[2]) 	& (~ func[1]) 	& (~ func[0]);
	jr		= r_type    & (~ func[5]) & (~ func[4]) & (  func[3])  & (~ func[2]) 	& (~ func[1]) 	& (~ func[0]);
	nor_	= r_type    & (  func[5]) & (~ func[4]) & (~ func[3])  & (  func[2]) 	& (  func[1]) 	& (  func[0]);
	or_	    = r_type    & (  func[5]) & (~ func[4]) & (~ func[3])  & (  func[2]) 	& (~ func[1]) 	& (  func[0]);
	sll		= r_type    & (~ func[5]) & (~ func[4]) & (~ func[3])  & (~ func[2]) 	& (~ func[1]) 	& (~ func[0]);
	sllv	= r_type    & (~ func[5]) & (~ func[4]) & (~ func[3])  & (  func[2]) 	& (~ func[1]) 	& (~ func[0]);
	slt		= r_type    & (  func[5]) & (~ func[4]) & (  func[3])  & (~ func[2]) 	& (  func[1]) 	& (~ func[0]);
	sra		= r_type    & (~ func[5]) & (~ func[4]) & (~ func[3])  & (~ func[2]) 	& (  func[1]) 	& (  func[0]);
	srav	= r_type    & (~ func[5]) & (~ func[4]) & (~ func[3])  & (  func[2]) 	& (  func[1]) 	& (  func[0]);
	srl		= r_type    & (~ func[5]) & (~ func[4]) & (~ func[3])  & (~ func[2]) 	& (  func[1]) 	& (~ func[0]);
	srlv	= r_type    & (~ func[5]) & (~ func[4]) & (~ func[3])  & (  func[2]) 	& (  func[1]) 	& (~ func[0]);
	sub		= r_type    & (  func[5]) & (~ func[4]) & (~ func[3])  & (~ func[2]) 	& (  func[1]) 	& (~ func[0]);
	subu	= r_type    & (  func[5]) & (~ func[4]) & (~ func[3])  & (~ func[2]) 	& (  func[1]) 	& (  func[0]);
	xor_	= r_type    & (  func[5]) & (~ func[4]) & (~ func[3])  & (  func[2]) 	& (  func[1]) 	& (~ func[0]);
	addi	= (~ op[5]) & (~ op[4]) & (  op[3]) & (~ op[2]) & (~ op[1]) & (~ op[0])	;
	addiu	= (~ op[5]) & (~ op[4]) & (  op[3]) & (~ op[2]) & (~ op[1]) & (  op[0])	;
	andi	= (~ op[5]) & (~ op[4]) & (  op[3]) & (  op[2]) & (~ op[1]) & (~ op[0])	;
	beq		= (~ op[5]) & (~ op[4]) & (~ op[3]) & (  op[2]) & (~ op[1]) & (~ op[0])	;
	bne 	= (~ op[5]) & (~ op[4]) & (~ op[3]) & (  op[2]) & (~ op[1]) & (  op[0])	;
	ori 	= (~ op[5]) & (~ op[4]) & (  op[3]) & (  op[2]) & (~ op[1]) & (  op[0])	;
	xori	= (~ op[5]) & (~ op[4]) & (  op[3]) & (  op[2]) & (  op[1]) & (~ op[0])	;
	lw      = (  op[5]) & (~ op[4]) & (~ op[3]) & (~ op[2]) & (  op[1]) & (  op[0])	;
	sw		= (  op[5]) & (~ op[4]) & (  op[3]) & (~ op[2]) & (  op[1]) & (  op[0])	;
	j 		= (~ op[5]) & (~ op[4]) & (~ op[3]) & (~ op[2]) & (  op[1]) & (~ op[0])	;
	jal		= (~ op[5]) & (~ op[4]) & (~ op[3]) & (~ op[2]) & (  op[1]) & (  op[0])	;
end
	assign	RegDst = r_type;  
	assign  ALUSrc = addi | addiu | andi | ori | xori | lw | sw;
	assign  RegWrite = r_type | addi | addiu | andi | ori | xori | ~jr | lw  ;
	assign  MemtoReg = lw;
	assign  MemWrite = sw;
	assign  Extop = addi | addiu | lw | sw | bne | beq;
	assign  nPC_sel[2] = jr;
	assign  nPC_sel[1] = beq | bne;
	assign  nPC_sel[0] = bne | j | jal;  
	assign ALUCtr[0] = subu | sub | slt | beq | bne | or_ | ori | nor_ | sllv | srlv | srav ;
	assign ALUCtr[1] = xor_ | xori | nor_ | srl | srlv | slt ;
	assign ALUCtr[2] = and_ | andi | or_ | ori | xor_ | xori | nor_ | sra | srav;
	assign ALUCtr[3] = sll | sllv | srl | srlv | sra | srav;
endmodule
==> out/qor.yml <==
worst_setup_path_start_kind: "input pin"
warnings: 32
power.density_nw_per_um2: 91.1
drtAntennaViolNets: 0
cp_max_fo: 2
synth_top_area_share_pct: 72.9
timing.final.ws_setup_ns: 0.0935
top_area_cell: "buf_4"
drtIter0Drc: 13
synth_cell_types: 30
cp-end-kind: "output pin"
timing.fmax_ghz: 0.344
antenna_found_initial: 0
die-area_um2: 8100
dieHeight_um: 90
grt_util_all_layers_pct: 6.24
final_cells: 188
path_cells: "clkdlybuf4s50_1 -> or4b_1 -> nor3_1 -> o31a_1 -> clkdlybuf4s50_1"
grt_pass1_vias: 825
seq_area_um2: 0
grt_pass1_wl_um: 4300
critPathSlowestCell: "clkdlybuf4s50_1"
port_buffers: 55
diodes: 0
slew_violations: 0
gp_congestion: 0.802
power_frac_comb_pct: 100.0
cts_hold_buf: 0
ys_cells: 159
hold_viol: 0
synthTopCellsByArea: "buf_4 73%, nor3b_1 2.6%, a21oi_1 2.2%"
syn_avg_cell_area_um2: 7.19
setup_viol: 0
pre_cts_slack_ns: -0.115
leakage_nw: 0.440
row_count: 25
critPathTopFamily: "buffers and inverters"
clkPwrFrac_pct: 0
layout-drive-gt1-share_pct: 23.1
yosysChipArea_um2: 1140
dp_cells: 186
critPathKind: "in2out"
pwr-share-seq_pct: 0
synthCells: 159
slowest_delay_ns: 0.48
area_delta_synth_final_pct: -2.95
dp_hpwl_um: 2280
setup_tns_ns: 0
drc_errors: 0
globalRouteOverflowTotal: 0
clkbuf_count: 0
busiest_layer: "met2"
p_sw_uw: 35.5
yosysWarnings: 2
fin_area_um2: 1110
postLayoutCoreUtil_pct: 23.5
fill_cells: 535
viasPerCell: 3.79
met3_usage_pct: 4.86
grt_max_degree: 9
internal_power_uw: 65.7
initCoreUtil_pct: 24.2
wl_um: 2710
cp.required_ns: 2.40
power_uw: 101
status: "finished, final reports clean"
period_used_pct: 96.9
crit_path_frequent_cell: "clkdlybuf4s50_1"
grt_util_met2_pct: 8.90
coreArea_um2: 4720
maxCapViolations: 0
die_x_um: 90
flop-count: 0
first_pass_iters: 4
swShare_pct: 35.1
avgRoutedWirePerCell_um: 14.4
ys_seq_share_pct: 0
ir_drop_v: 0.0000420
cp_data_arrival_time_ns: 2.31
via_count: 712
rsz0062_at_grt: "no"
pin_count: 186
whs_ns: 1.20
period_needed_ns: 2.91
critPathBufInv: 2
placedInstanceArea_um2: 1070
netlist_area_um2: 1140
worstHoldPathType: "in2out"
met1_usage_pct: 6.86
## cell usage after synthesis, drive strengths merged, types with 2 or more instances
cell / instances
nor4: 2
nor2: 3
nand2b: 2
nor3b: 4
nor3: 3
nor2b: 2
nand3b: 2
and3: 2
inv: 2
nand2: 4
a21oi: 5
buf: 112
## cell usage in the layout, fill, tap and decap left out, drive strengths merged, types with 3 or more instances in the layout
cell type      count
nand2              4
clkdlybuf4s50     46
nor2               3
nor3               3
buf               20
dlymetal6s2s       3
dlygate4sd2        6
nor3b              4
a21oi              5
## per-layer routing
metal,vias up,part of all wire (%)
met2,82,36
met4,0,3.9
met5,-,0
met3,23,19
met1,274,41
li1,333,-
## layout make-up
class / count / area [um^2] / share of cell area, %
Inverter: 2 / 7.51 / 0.676
Multi-Input combinational cell: 44 / 314 / 28.3
Timing Repair Buffer: 75 / 704 / 63.5
Tap cell: 67 / 83.8 / 7.55
## power groups by stage
stage | clock [mW] | sequential [mW] | combinational [mW]
after CTS | 0 | 0 | 0.103
after global routing | 0 | 0 | 0.113
final | 0 | 0 | 0.101
## cell families after synthesis
group | synth area share (%)
buffers and inverters | 74.3
AND/OR/NAND/NOR | 16.8
AND-OR/OR-AND | 8.53
other | 0.328
## what timing repair did
action | CTS | global route
cloned | 1 | 0
buffers inserted | 1 | 0
resized | 13 | 6
setup endpoints to repair | 21 | 7
pin swaps | 2 | 3
## worst paths after layout
path,from,end,cells past startpoint
setup / recovery,InstrD[0],ALUCtrD[0],5
hold / removal,PCplus4Din[0],PCplus4Dout[0],0
No activity file was given, so power comes from the tool's default toggle rates.
