==> design/flow/design.v <==
 module ALU1
    (   
          input[31:0] busA 
        , input[31:0] busB
        , input[4:0] sa
        , input[31:0] Extimm
        , input ALUSrc
        , input[3:0] ALUCtr
        , output[31:0] ALUout
        , output ZERO
    );
    reg[31:0] SrcA;
    reg[31:0] SrcB;
    reg[31:0] reg_out;
    reg reg_Zero;
    always@(*) begin
        if ( ALUCtr[3] & (~ALUCtr[0]) ) SrcA = sa;
        else SrcA = busA;
    end 
    always@(*) begin
        if (ALUSrc) SrcB = Extimm;
        else SrcB = busB;
    end
    always@(*) begin
        case (ALUCtr) 
        4'b0000: reg_out = SrcA + SrcB;
        4'b0001: reg_out = SrcA - SrcB;
        4'b0011: reg_out = (SrcA - SrcB) >>> 31;  
        4'b0100: reg_out = SrcA & SrcB;
        4'b0101: reg_out = SrcA | SrcB;
        4'b0110: reg_out = SrcA ^ SrcB;
        4'b0111: reg_out = ~(SrcA | SrcB);
        endcase
        case (ALUCtr[3:1]) 
        3'b100: reg_out = SrcB << SrcA;
        3'b101: reg_out = SrcB >> SrcA;
        3'b110: reg_out = ( $signed(SrcB) ) >>> SrcA;
        endcase
        reg_Zero = (reg_out == 0);
    end
    assign ALUout = reg_out;
    assign ZERO = reg_Zero;
 endmodule
module ALU2
    (
          input [31:0] PCplus4
        , input[25:0] target
        , output[31:0] PCJump
    );
    reg[31:0] reg_pcJump;
    always@(*) begin
        reg_pcJump = { {PCplus4[31:28]}, target, {2'b00} } ;
    end
    assign PCJump = reg_pcJump;
endmodule
module ALU3
    (
          input[31:0] PCplus4
        , input[31:0] ExtImmE
        , output[31:0] PCBranch
    );
    reg[31:0] reg_PCBranch;
    always @(*) begin
        reg_PCBranch = PCplus4 + (ExtImmE <<2);
    end 
    assign PCBranch = reg_PCBranch;
endmodule
module Excecute
    (
          input MemWriteEin 
        , input RegWriteEin 
        , input MemtoRegEin 
        , input[2:0] nPC_selE 
        , input[3:0] ALUCtrE 
        , input ALUSrcE 
        , input RegDstE 
        , input[4:0] saE 
        , input[31:0] busAE 
        , input[31:0] busBE 
        , input [31:0]ExtImmE 
        , input [31:0]rtE 
        , input[4:0] rdE 
        , input[25:0] targetE
        , input [31:0] PCplus4Ein
        , output MemWriteEout
        , output RegWriteEout
        , output MemtoRegEout
        , output[31:0] ALUoutE
        , output[31:0] PCupdateE
        , output[4:0] WriteRegE
        , output[31:0] WriteDataE
    );
wire[31:0] PCBranch; 
wire[31:0] PCJump; 
wire ZERO;
reg[31:0] reg_PCupdate;
reg[4:0] reg_WriteRegE;
ALU1 run_ALU1( busAE, busBE, saE, ExtImmE, ALUSrcE, ALUCtrE, ALUoutE, ZERO);
ALU2 run_ALU2( PCplus4Ein, targetE, PCJump);
ALU3 run_ALU3( PCplus4Ein, ExtImmE, PCBranch);
always@(*) begin
    case (nPC_selE[1])
        1'b1: if (ZERO ^ nPC_selE[0]) reg_PCupdate = PCBranch;  
        1'b0: 
        begin
            if (nPC_selE[0]) reg_PCupdate = PCJump;     
            else if (nPC_selE[2]) reg_PCupdate = busAE;     
            else reg_PCupdate = PCplus4Ein;
        end
    endcase
    case (RegDstE)
        1'b0: reg_WriteRegE = rtE;
        1'b1: reg_WriteRegE = rdE;
    endcase
end
assign PCupdateE = reg_PCupdate;
assign MemWriteEout = MemWriteEin;
assign RegWriteEout = RegWriteEin;
assign MemtoRegEout = MemtoRegEin;
assign WriteRegE = reg_WriteRegE;
assign WriteDataE = busBE;
endmodule
==> design/flow/run.sh <==
#!/bin/bash
# OpenROAD 26Q1-2900-gdf79404cd8, Yosys 0.63+post, stock flow scripts
make -C /OpenROAD-flow-scripts/flow DESIGN_CONFIG=/design/flow/config.mk WORK_HOME=/design/flow/orfs finish
==> design/flow/config.mk <==
export PLATFORM = sky130hd
export DESIGN_NAME = Excecute
export DESIGN_NICKNAME = Excecute
export VERILOG_FILES = /design/flow/design.v
export SDC_FILE = /design/flow/constraint.sdc
export NUM_CORES = 4
export LEC_CHECK = 1
export CORE_UTILIZATION = 40
==> design/flow/constraint.sdc <==
current_design Excecute

set clk_period 1.0
set clk_io_pct 0.2

create_clock -name clk0 -period $clk_period

set non_clock_inputs [all_inputs -no_clocks]
set_input_delay [expr $clk_period * $clk_io_pct] -clock clk0 $non_clock_inputs
set_output_delay [expr $clk_period * $clk_io_pct] -clock clk0 [all_outputs]
==> impl_metrics.csv <==
group,metric,value,unit
pwr,vdd_ir_drop_max,0.000513,V
status,outcome,"finished clean",
placed_design,dp_hpwl,59.5,mm
critical_path,crit_path_end_kind,"primary output",
global_routing,grt_pass1_vias,16600,
critical_path,crit_family,"buffers and inverters",
logic_synthesis,avgSynthCellArea,6.73,um2
floorplan,core,35600,um2
critical_path,crit_slowest_cell,"mux2_4",
timing,finalClockPeriodUsage,99.4,%
pwr,p_int,0.00456,W
timing,unclocked_pins,64,
pwr,p_sw_share,61.9,%
timing,hold_slack,0.400,ns
logic_synthesis,synth_cell_types,90,
drt,route.detailed.drc,0,
pwr,p_switching,0.00742,W
logic_synthesis,yosys_warnings,4,
global_routing,gr-usage-all-layers,40.8,%
placed_design,gp_congestion,1.08,
critical_path,path_max_fanout,1,
job,openroad.warnings,120,
floorplan,fp_util,40.7,%
finish,areaGrowthSynthToFinish,19.9,%
critical_path,cpPeakStageDelay,0.25,ns
global_routing,met1_usage,56.8,%
logic_synthesis,synth_chip_area,14500,um2
logic_synthesis,syn_area,14500,um2
critical_path,worst-path-buf-inv,2,
logic_synthesis,ys.flop_type,"dlxtn_1",
timing,finalHoldViolCount,0,
pwr,power.density,691,nW/um2
critical_path,path_class,"in2out",
drt,totalWireLength,75.0,mm
drt,vias,18000,
timing,setup-violations-final,0,
global_routing,antenna_found_initial,0,
critical_path,startpoint,"rdE[2]",
drt,firstDrtPassIters,5,
timing,untimed_endpoints,128,
floorplan,die_w,192,um
global_routing,grt.overflow.total,0,
critical_path,path_cells,"dlygate4sd2_1 -> mux2_4 -> buf_2",
hold_path,hold_path.class,"in2out",
drt,wire_per_inst,27.0,um
global_routing,met2_usage,60.7,%
critical_path,cp.arrival,0.79,ns
clock_network,cts_hold_buf,0,
floorplan,fp-row-count,69,
critical_path,cp.required,0.80,ns
drt,vias_per_cell,6.47,
global_routing,met3_usage,8.88,%
logic_synthesis,synth-async-reset-ratio,0,%
logic_synthesis,enable_flop_cells,0,
timing,period_minus_slack,0.994,ns
critical_path,start_kind,"input pin",
timing,worst_slew_pin_slew,1.01,ns
hold_path,hold_start,"MemWriteEin",
finish,utilization,48.8,%
global_routing,grt_max_degree,67,
placed_design,portBuffers,279,
timing,fmax,1010,MHz
pwr,p_leak,7.47,nW
floorplan,die_area,36900,um2
job,maxCapViolCount,0,
global_routing,grt-busiest-layer,"met2",
hold_path,hold_path_end,"MemWriteEout",
drt,drt_iter0_drc,2098,
finish,drive_above_1_share,8.93,%
timing,slew_viol_final,0,
logic_synthesis,ys_cells,2151,
pwr,fin_total_pwr,0.0120,W
timing,relSlewSlack,30.7,%
drt,drtAntennaViolNets,0,
hold_path,min_path_cells,0,
global_routing,grt_pass1_wl,109,mm
floorplan,boundaryPins,312,
logic_synthesis,synth_cells,2151,
logic_synthesis,ys.flops,64,
floorplan,die_y,192,um
-- cell usage after synthesis, drive strengths merged (6+ instances only) --
| master | count | share of area, % |
|---|---|---|
| a21oi | 223 | 7.8 |
| nor2 | 205 | 5.3 |
| nand2 | 196 | 5.1 |
| o21ai | 152 | 5.3 |
| mux2i | 137 | 9.6 |
| ha | 122 | 11 |
| inv | 114 | 3.0 |
| clkbuf | 95 | 2.5 |
| buf | 85 | 3.8 |
| a211oi | 67 | 3.7 |
| nor3 | 65 | 2.2 |
| dlxtn | 64 | 6.6 |
| mux2 | 51 | 4.1 |
| nand3 | 46 | 1.6 |
| a21o | 35 | 1.8 |
| xnor2 | 35 | 2.1 |
| a31oi | 31 | 1.3 |
| o211ai | 24 | 1.2 |
| a221oi | 23 | 1.4 |
| o22ai | 23 | 0.99 |
| nor4 | 20 | 0.86 |
| or3 | 20 | 0.86 |
| nand2b | 19 | 0.82 |
| xor2 | 19 | 1.2 |
| nor2b | 17 | 0.74 |
| o31ai | 17 | 0.88 |
| o221ai | 16 | 0.97 |
| and3 | 15 | 0.65 |
| a211o | 14 | 0.85 |
| o21bai | 14 | 0.73 |
| o21a | 12 | 0.62 |
| o311ai | 12 | 0.73 |
| nand4 | 10 | 0.43 |
| a22o | 9 | 0.54 |
| a22oi | 9 | 0.47 |
| a21boi | 8 | 0.44 |
| a311oi | 8 | 0.48 |
| o2111ai | 8 | 0.48 |
| o32ai | 8 | 0.54 |
| a2111oi | 7 | 0.42 |
| and2 | 7 | 0.30 |
| or4 | 7 | 0.36 |
| a221o | 6 | 0.42 |
| o221a | 6 | 0.47 |
-- flip-flops by register name, indices dropped and copies added, names as in the netlist --
| register | flops |
|---|---|
| run_ALU1.reg_out | 32 |
| reg_PCupdate | 32 |
-- cells in the final DEF (no fill, tap or decap), types with 17 or more instances in the layout --
cell             instances
xnor2_1                 35
o211ai_1                24
nor4_1                  20
inv_1                  109
o22ai_1                 23
nand2b_1                18
nor2_1                 204
a221oi_1                23
buf_4                   71
xor2_1                  19
nor2b_1                 17
ha_1                   122
buf_2                   32
mux2_2                  41
nand3_1                 46
a211oi_1                60
a21o_1                  35
a31oi_1                 31
or3_1                   20
nand2_1                196
mux2i_1                134
clkdlybuf4s50_1        216
o31ai_1                 17
dlxtn_1                 64
o21ai_0                145
a21oi_1                219
nor3_1                  64
-- per-layer routing --
| layer | vias up | wire length, um | part of all wire, % |
|---|---|---|---|
| li1 | 8320 | - | - |
| met1 | 8411 | 31000 | 41 |
| met2 | 1108 | 32200 | 43 |
| met3 | 171 | 8090 | 11 |
| met4 | 0 | 3730 | 5.0 |
| met5 | - | 0 | 0 |
-- metrics by stage --
step,worst slack [ns],setup TNS (ns),instances,cell area [um2]
floorplan,0.318,0,2151,14500
detailed placement,-0.755,-14.68,2780,17500
finish,0.00580,0,2782,17300
global placement,-0.716,-14.38,2780,17500
CTS,0.00319,0,2780,17300
global route,-0.00592,-0.00592,2780,17300
-- worst max path at each step --
stage,end,slack (ns),cells past startpoint
5_1_grt,WriteRegE[2],-0.006,3
6_report,WriteRegE[2],0.006,3
4_1_cts,WriteRegE[1],0.003,3
-- timing repair --
item / in CTS / in global routing
resized: 165 / 7
endpoints found under the setup margin: 37 / 4
buffers inserted: 0 / 0
-- logic make-up after synthesis --
| kind of cell | Yosys count | synth area share (%) |
|---|---|---|
| latches | 64 | 6.64 |
| buffers and inverters | 295 | 9.20 |
| XOR/XNOR | 54 | 3.27 |
| adder cells (fa/ha/maj) | 125 | 11.0 |
| AND-OR/OR-AND | 778 | 35.6 |
| multiplexers | 190 | 14.0 |
| AND/OR/NAND/NOR | 645 | 20.3 |
-- cell type report --
class	count	area, um2
Fill cell	3575	18200
Multi-Input combinational cell	1792	12200
Timing Repair Buffer	348	3150
Sequential cell	64	961
Tap cell	461	577
Inverter	115	432
Antenna cell	2	5.00
-- power groups by stage --
stage	registers, W	logic (W)	clock network, W
global route	0.000306	0.0124	0
CTS	0.000298	0.0113	0
Power and IR drop assume default switching activity.
